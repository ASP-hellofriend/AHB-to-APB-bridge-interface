### ./run.sh
#!/bin/bash
# OpenROAD 26Q1-2900-gdf79404cd8, Yosys 0.63+post, stock flow scripts
make -C /OpenROAD-flow-scripts/flow DESIGN_CONFIG=/design/flow/config.mk WORK_HOME=/design/flow/orfs finish
### ./config.mk
export PLATFORM = sky130hd
export DESIGN_NAME = bridgetop
export DESIGN_NICKNAME = bridgetop
export VERILOG_FILES = /design/flow/design.v
export SDC_FILE = /design/flow/constraint.sdc
export NUM_CORES = 4
export LEC_CHECK = 1
export CORE_UTILIZATION = 50
export SYNTH_HDL_FRONTEND = slang
### ./constraint.sdc
current_design bridgetop

set clk_period 3.1
set clk_io_pct 0.2

create_clock -name clk0 -period $clk_period [get_ports {HCLK}]

set non_clock_inputs [all_inputs -no_clocks]
set_input_delay [expr $clk_period * $clk_io_pct] -clock clk0 $non_clock_inputs
set_output_delay [expr $clk_period * $clk_io_pct] -clock clk0 [all_outputs]
### ./design.v
module AHBslave(input HWRITE,input HCLK,input HRESETn,input HREADYin,input [1:0]HTRANS,input [31:0]HADDR,input [31:0]HWDATA,
output reg Valid,output reg [31:0]HADDR_1,output reg [31:0]HADDR_2,output reg [31:0]HWDATA_1,output reg [31:0]HWDATA_2,output reg HWRITE_Reg,output reg [2:0]temp_SELX);
parameter IDLE=2'b00,
	       BUSY=2'b01,
	       NONSEQ=2'b10,
	       SEQ=2'b11;
always@(posedge HCLK)
  begin
	if(HRESETn)
       	 begin
          HADDR_1<=1'b0;
	       HADDR_2<=1'b0;
	       end
	else
	       begin
	       HADDR_1<=HADDR;
	       HADDR_2<=HADDR_1;
	       end
  end
always@(posedge HCLK)
  begin
	if(HRESETn)
	  begin
	    HWDATA_1<=1'b0;
	    HWDATA_2<=1'b0;
	  end
	else
	  begin
	   HWDATA_1<=HWDATA;
	   HWDATA_2<=HWDATA_1;
	  end
  end
always@(posedge HCLK)
  begin
	if(HRESETn)
	   HWRITE_Reg<=1'b0;
	else
	   HWRITE_Reg<=HWRITE;
  end
 always@(*)
  begin
    if(HRESETn)
        Valid=1'b0; 
    else if((HADDR>32'h80000000 && HADDR< 32'h8c000000)&& HREADYin && HTRANS !=2'b01 && HTRANS!=2'b00) 
         Valid=1'b1;
    else
         Valid=1'b0;
   end
always@(*)
  begin
    if((HADDR<=32'h8c000000 && HADDR>=32'h88000001)) 
  temp_SELX=3'b100;
  else if((HADDR<=32'h88000000 && HADDR>=32'h84000001))
  temp_SELX=3'b010;
   else if((HADDR<=32'h84000000 && HADDR>=32'h80000000))
  temp_SELX=3'b001;
  end
endmodule
module FSMcontroller(input HCLK,input HWRITE,input HRESETn,input Valid,input [31:0]HADDR_1,input [31:0]HADDR_2,input [31:0]HWDATA_1,input [31:0]HWDATA_2,input HWRITE_Reg,input [2:0]temp_SELX,
output reg PWRITE,output reg PENABLE,output reg [2:0]PSELx,output reg [31:0]PADDR,output reg [31:0]PWDATA,output reg HREADYout);
reg [2:0] current_state, next_state;
parameter ST_IDLE=3'b000,
          ST_WWAIT=3'b001,
		  ST_READ=3'b010,
		  ST_WRITE=3'b011,
		  ST_WRITEP=3'b100,
		  ST_RENABLE=3'b101,
		  ST_WENABLE=3'b110,
		  ST_WENABLEP=3'b111;
always@(posedge HCLK)
begin
if(HRESETn)
current_state<=ST_IDLE;
else
current_state<=next_state;
end
always@(*)
begin
case(current_state)
ST_IDLE : begin
			   if (!Valid) 
				 next_state=ST_IDLE;	 
			   else
			   begin
                 if(HWRITE)
				 next_state=ST_WWAIT;				 
				 else
				 next_state=ST_READ;
		   end
		   end
ST_WWAIT : begin
           next_state=ST_RENABLE; 
           end
ST_READ : begin
		  next_state=ST_RENABLE;
		  end
ST_WRITE : begin
		   if(Valid)
		   next_state=ST_WENABLEP;
		   else
		   next_state=ST_WENABLE;
		   end
ST_WRITEP : begin
		    next_state=ST_WENABLEP;
			end
ST_RENABLE : begin
			 if(!Valid)
		     next_state=ST_IDLE;
		     else
			 begin
			 if(HWRITE)
		     next_state=ST_WWAIT;
			 else
			 next_state=ST_READ;
			 end
			 end
ST_WENABLE : begin
             if(!Valid)
		     next_state=ST_IDLE;
		     else
			 begin
			 if(HWRITE)
		     next_state=ST_WWAIT;
			 else
			 next_state=ST_READ;
			 end
			 end
ST_WENABLEP : begin
              if(!HWRITE_Reg)
		      next_state=ST_READ;
		      else
			  begin
			  if(Valid)
		      next_state=ST_WRITEP;
			  else
			  next_state=ST_WRITE;
			  end
			  end
default : next_state=ST_IDLE;
endcase
end 
reg [31:0]ADDR;
always@(*)
begin
HREADYout=0;
PADDR=0;
PSELx=0;
PENABLE=0;
PWDATA=0;
PWRITE=0;
case(current_state)
ST_IDLE : begin
          HREADYout=1;
		  end
ST_READ : begin
		  PADDR=HADDR_1;
		  PSELx=temp_SELX;
		  HREADYout=0;
		  end
ST_RENABLE : begin
             PENABLE=1;
			 HREADYout=1;
			 PADDR=HADDR_2;
			 PSELx=temp_SELX;
             end
ST_WENABLE : begin
             PWDATA=HWDATA_1;
			 PADDR=HADDR_1;
			 PENABLE=1;
			 PSELx=temp_SELX;
			 HREADYout=1;
			 PWRITE=1;
			 end
ST_WRITE : begin
           PADDR=HADDR_1;
		   PWDATA=HWDATA_1;
		   PWRITE=1;
		   PENABLE=0;
		   PSELx=temp_SELX;
		   HREADYout=1;
		   end
ST_WWAIT : begin
           HREADYout=1;
		   end
ST_WRITEP : begin 
            PWDATA=HWDATA_1;
			PWRITE=1;
			PSELx=temp_SELX;
			PADDR=HADDR_2;
			ADDR=PADDR;
			end
ST_WENABLEP : begin 
              PWRITE=1;
			  PENABLE=1;
			  PSELx=temp_SELX;
			  PADDR=ADDR;
			  PWDATA=HWDATA_2;
			  HREADYout=1;
			  end
endcase
end
endmodule
module bridgetop(input HWRITE, input HREADYin, input [1:0]HTRANS, input [31:0] HADDR, input [31:0]HWDATA,
input [31:0]PRDATA, input HCLK, input HRESETn, output PWRITE, output PENABLE, output [2:0] PSELx,
output [31:0] PADDR, output [31:0] PWDATA, output [1:0]HRESP, output HREADYout, output[31:0] HRDATA);
wire Valid;
wire [31:0]HADDR_1, HADDR_2, HWDATA_1, HWDATA_2;
wire HWRITE_Reg;
wire [2:0]temp_SELX;
AHBslave slave(HWRITE,HCLK,HRESETn,HREADYin,HTRANS,HADDR,HWDATA,Valid,HADDR_1,HADDR_2,HWDATA_1,HWDATA_2,HWRITE_Reg,temp_SELX);
FSMcontroller FSMcont(HCLK,HWRITE,HRESETn,Valid,HADDR_1,HADDR_2,HWDATA_1,HWDATA_2,HWRITE_Reg,temp_SELX,PWRITE,PENABLE,PSELx,PADDR,PWDATA,HREADYout);
assign HRDATA=PRDATA;
assign HRESP=0;
endmodule
==> qor.tcl <==
set qor(cp_num_cells) 5
set qor(cp-startpoint) {FSMcont.current_state[2]}
set qor(fin_crit_sh_pct) 95.9
set qor(clock_tree.buffer_depth) 2
set qor(startpoint_type) {flip-flop}
set qor(synth_cell_types) 36
set qor(synthAdderAreaFrac_pct) 0
set qor(drt_wl_total_um) 11400
set qor(tritoncts) {built}
set qor(post_drt_wl_per_cell_um) 14.8
set qor(reg2reg_to) {FSMcont.current_state[2]}
set qor(post_synth_and_or_nand_nor_area_fraction_pct) 19.0
set qor(clock_tree.root_cell) {sky130_fd_sc_hd__clkbuf_8}
set qor(setup.worst_path.class) {reg -> out}
set qor(postSynthCellCount) 521
set qor(critPathArrivalTime_ns) 2.35
set qor(die_w_um) 107
set qor(numCtsBuffers) 17
set qor(synthTopLogicFamily) {simple AND/OR/NAND/NOR gates}
set qor(path_delay_family) {buffers and inverters}
set qor(ios) 206
set qor(synth_area_per_cell_um2) 10.6
set qor(antenna_found_initial) 0
set qor(pwr_density_cell_mw_per_mm2) 548
set qor(numPortBuffers) 138
set qor(postCtsResizedCells) 0
set qor(drt_drc_violations_left) 0
set qor(share_of_post_route_cells_with_drive_strength_above_1_pct) 8.08
set qor(place_congestion) 0.780
set qor(hold_viol) 0
set qor(cellLeakagePower_nw) 3.07
set qor(synthesis.yosys.warnings) 0
set qor(cp.buffers_inverters) 3
set qor(ys.flops) 172
set qor(count_of_max_cap_constraint_violations) 0
set qor(slew_headroom_pct) 54.4
set qor(clock_tree.htree_level_count) 4
set qor(insertedDiodeCount) 0
set qor(clock_latency_on_the_worst_skew_pair_ns) 0.50
set qor(r2r-start) {FSMcont.current_state[7]}
set qor(tightest_slew_ns) 0.683
set qor(via_count) 3945
set qor(die_h_um) 107
set qor(area_growth_pct) 33.2
set qor(row_count) 38
set qor(grt_pass1_wl_um) 18400
set qor(yosys.area.top_type_share_pct) 49.4
set qor(synth_compound_gate_area_share_pct) 12.6
set qor(irDropWorstVdd_mv) 0.594
set qor(mux_area_share_pct) 0.203
set qor(timing.final.max_slew_violations) 0
set qor(clock-skew-final_ns) 0.00543
set qor(hold_class) {reg -> reg}
set qor(place.detailed.instances) 739
set qor(core_region_area_mm2) 0.0108
set qor(drtPass1Iterations) 5
set qor(ys_top_cells_by_area) {sky130_fd_sc_hd__dfxtp_1 49%, sky130_fd_sc_hd__nor2b_1 15%, sky130_fd_sc_hd__dlxtp_1 9.5%}
set qor(report.final.setup_viol) 0
set qor(ys_sh_xor_pct) 0
set qor(yosys.area.top_type) {sky130_fd_sc_hd__dfxtp_1}
set qor(ys_chip_area_mm2) 0.00555
set qor(critical_path.endpoint_type) {output pin}
set qor(clock.fmax_mhz) 336
set qor(path_cells) {or3_1 > buf_4 > a222oi_1 > inv_1 > clkdlybuf4s50_1}
set qor(reg2reg_setup_slack_ns) 1.69
set qor(outcome) {finished clean}
set qor(worst-path-max-fanout) 33
set qor(clk_pin_slew_ns) 0.06
set qor(vias_in_the_first_global_route) 3821
set qor(grt_remaining_overflow) 0
set qor(layout_min_cycle_time_ns) 2.97
set qor(maximum_number_of_pins_on_one_net_before_global_route_repair) 68
set qor(tns_setup_ns) 0
set qor(log.warning_count) 27
set qor(worst-endpoint-required_ns) 2.48
set qor(r2r.worst_path.cells) 3
set qor(routed_via_density) 5.12
set qor(unclocked_pins) 35
set qor(grt.total_usage_pct) 21.1
set qor(timing.critical_path.slowest_cell_delay_ns) 0.41
set qor(cp_slowest_cell) {sky130_fd_sc_hd__clkdlybuf4s50_1}
set qor(dp_hpwl_um) 7110
set qor(initial_core_util_pct) 51.2
set qor(postCtsSetupBuffers) 0
set qor(die_area_mm2) 0.0115
set qor(timing.critical_path.to) {PADDR[17]}
set qor(final_cells) 771
set qor(synth_cell_area_mm2) 0.00555
set qor(detailedRoute.firstIterationViolations) 217
set qor(cts.hold.buffers_added) 0
set qor(yosys_cells) 521
set qor(final.hold.worst_slack_ns) 0.462
set qor(ant_nets) 0
set qor(unconstrained_endpoints) 35
registers in the layout, indices dropped and copies added (netlist names):
signal / cells
FSMcont.current_state: 8
slave.HADDR_2: 32
slave.HWDATA_2: 32
slave.HWDATA_1: 32
slave.temp_SELX: 3
slave.HADDR_1: 32
FSMcont.ADDR: 32
slave.HWRITE_Reg: 1
routing by layer:
metal / share of wire [%] / global-route usage, % / wire, µm / up-vias
met5: 0 / 0 / 0 / -
met4: 0.95 / 2.64 / 108 / 0
met3: 8.9 / 7.10 / 1010 / 19
met2: 45 / 31.6 / 5190 / 136
met1: 45 / 31.9 / 5110 / 1864
li1: - / - / - / 1926
metrics by stage:
step	power, W	area [µm²]	util (%)	worst slack (ns)
4_1_cts	0.00409	7380	68.1	0.0876
6_report	0.00405	7390	68.1	0.127
3_5_place_dp	0.00210	6790	62.6	0.330
3_3_place_gp	0.00210	6790	62.6	0.341
5_1_grt	0.00421	7390	68.1	-0.0152
2_1_floorplan	0.00202	5550	-	1.01
kinds of logic (layout without fill, tap and decap cells):
group                  count (synthesis)  in the layout
muxes                                  1              1
buffers and inverters                102            211
DFF                                  137            137
other                                  1              2
latches                               35             35
AOI/OAI and AO/OA                     74             74
and+or+nand+nor                      171            171
power breakdown:
group | switching [W] | leakage [nW] | internal, W | total (W)
combinational | 0.0000671 | 1.40 | 0.000122 | 0.000189
sequential | 0.0000315 | 1.39 | 0.00185 | 0.00188
clock | 0.000754 | 0.278 | 0.00123 | 0.00198
total | 0.000853 | 3.07 | 0.00320 | 0.00405
worst min-delay path by stage:
stage                 startpoint                  to  slack, ns  cells past startpoint
finish        slave.HWDATA_1[11]  slave.HWDATA_2[11]       0.46                      1
global route  slave.HWDATA_1[24]  slave.HWDATA_2[24]       0.47                      1
CTS            slave.HWDATA_1[8]   slave.HWDATA_2[8]       0.46                      1
cell usage in the layout (no fill, tap or decap), types with 5 or more instances in the layout:
master                            count
sky130_fd_sc_hd__nor4_1               7
sky130_fd_sc_hd__dfxtp_1            136
sky130_fd_sc_hd__clkbuf_16           16
sky130_fd_sc_hd__nor2b_1            132
sky130_fd_sc_hd__nand2_1              5
sky130_fd_sc_hd__clkdlybuf4s50_1    137
sky130_fd_sc_hd__dlxtp_1             35
sky130_fd_sc_hd__a222oi_1            32
sky130_fd_sc_hd__a22o_1              32
sky130_fd_sc_hd__nor3_1               5
sky130_fd_sc_hd__inv_1               34
sky130_fd_sc_hd__nor2_1               6
sky130_fd_sc_hd__buf_4                6
cell usage after synthesis:
library cell	count
sky130_fd_sc_hd__dfxtp_1	137
sky130_fd_sc_hd__nor2b_1	132
sky130_fd_sc_hd__dlxtp_1	35
sky130_fd_sc_hd__buf_4	34
sky130_fd_sc_hd__inv_1	34
sky130_fd_sc_hd__a222oi_1	32
sky130_fd_sc_hd__a22o_1	32
sky130_fd_sc_hd__clkbuf_1	32
sky130_fd_sc_hd__nor4_1	7
sky130_fd_sc_hd__nor2_1	6
sky130_fd_sc_hd__nand2_1	5
sky130_fd_sc_hd__nor3_1	5
sky130_fd_sc_hd__or2_2	4
sky130_fd_sc_hd__a21oi_1	2
sky130_fd_sc_hd__buf_1	2
sky130_fd_sc_hd__or3_1	2
sky130_fd_sc_hd__a211oi_4	1
sky130_fd_sc_hd__a21o_1	1
sky130_fd_sc_hd__a31oi_1	1
sky130_fd_sc_hd__and3b_1	1
sky130_fd_sc_hd__and3b_2	1
sky130_fd_sc_hd__conb_1	1
sky130_fd_sc_hd__mux2_2	1
sky130_fd_sc_hd__nand2b_1	1
sky130_fd_sc_hd__nand3_1	1
sky130_fd_sc_hd__nand3b_1	1
sky130_fd_sc_hd__nand4_1	1
sky130_fd_sc_hd__nor4b_1	1
sky130_fd_sc_hd__o211ai_1	1
sky130_fd_sc_hd__o21a_1	1
sky130_fd_sc_hd__o311ai_0	1
sky130_fd_sc_hd__o31ai_2	1
sky130_fd_sc_hd__o41ai_2	1
sky130_fd_sc_hd__or3b_2	1
sky130_fd_sc_hd__or4_1	1
sky130_fd_sc_hd__or4b_4	1
layout make-up:
cell class / instances / area, µm²
fill: 819 / 3450
sequential: 172 / 3270
multi-input combinational: 248 / 1770
timing repair buffer: 145 / 1450
clock buffer: 18 / 418
tap: 140 / 175
clock inverter: 14 / 174
inverter: 34 / 128
Power is estimated from default activity; no workload was simulated.
